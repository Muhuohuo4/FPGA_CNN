===== design.v =====
module cnn_top_ctrl (
    input  wire clk,
    input  wire rst,
    input  wire start,
    output reg  conv0_start,
    input  wire conv0_done,
    output reg  done
);
    typedef enum reg [1:0] {
        IDLE,
        CONV0_START,
        CONV0_WAIT,
        FINISH
    } state_t;
    state_t state, next;
    always @(posedge clk or posedge rst) begin
        if (rst)
            state <= IDLE;
        else
            state <= next;
    end
    always @(*) begin
        conv0_start = 0;
        done        = 0;
        case (state)
            IDLE: begin
                if (start)
                    next = CONV0_START;
                else
                    next = IDLE;
            end
            CONV0_START: begin
                conv0_start = 1;
                next = CONV0_WAIT;
            end
            CONV0_WAIT: begin
                if (conv0_done)
                    next = FINISH;
                else
                    next = CONV0_WAIT;
            end
            FINISH: begin
                done = 1;
                next = IDLE;
            end
        endcase
    end
endmodule

===== constraint.sdc =====
current_design cnn_top_ctrl

set clk_period 1.1
set clk_io_pct 0.2

create_clock -name clk0 -period $clk_period [get_ports {clk}]

set non_clock_inputs [all_inputs -no_clocks]
set_input_delay [expr $clk_period * $clk_io_pct] -clock clk0 $non_clock_inputs
set_output_delay [expr $clk_period * $clk_io_pct] -clock clk0 [all_outputs]

===== config.mk =====
export PLATFORM = sky130hd
export DESIGN_NAME = cnn_top_ctrl
export DESIGN_NICKNAME = cnn_top_ctrl
export VERILOG_FILES = /design/flow/design.v
export SDC_FILE = /design/flow/constraint.sdc
export NUM_CORES = 4
export LEC_CHECK = 1
export CORE_AREA = 10 10 70 70
export DIE_AREA = 0 0 80 80

===== run.sh =====
#!/bin/bash
# OpenROAD 26Q1-2900-gdf79404cd8, Yosys 0.63+post, stock flow scripts
make -C /OpenROAD-flow-scripts/flow DESIGN_CONFIG=/design/flow/config.mk WORK_HOME=/design/flow/orfs finish

==> results.sh <==
# implementation run metrics
export IMPL_run_status="complete, but fails checks"
export IMPL_violations_in_the_final_reports="negative setup slack"
export IMPL_die_x_um=80
export IMPL_clk_pin_slew_worst_paths_ns=0.04
export IMPL_slew_headroom_pct=90.3
export IMPL_remaining_drc_errors=0
export IMPL_share_clk_of_total_power_pct=55.6
export IMPL_layout_cells_non_filler=72
export IMPL_crit_reg2reg_launch="state[3]"
export IMPL_vias_per_cell=1.81
export IMPL_setup_slack_reg_to_reg_ns=0.24
export IMPL_largest_register="state"
export IMPL_crit_cells=3
export IMPL_numSynthFlops=4
export IMPL_p_leak_nw=0.163
export IMPL_critical_path_peak_fanout=2
export IMPL_pin_count=6
export IMPL_largest_register_ff_count=4
export IMPL_top_signal_layer_used="met3"
export IMPL_critPathSlowestCell="dfrtp_1"
export IMPL_cts_htree_levels=1
export IMPL_core_rowCount=21
export IMPL_post_route_worst_setup_slack_ns=-0.0618
export IMPL_io_buffers=5
export IMPL_clkLatencyLatePin_ns=0.24
export IMPL_synth_distinct_cells=7
export IMPL_switching_power_uw=73.7
export IMPL_num_antenna_cells=0
export IMPL_global_route_wire_length_before_repair_um=600
export IMPL_antenna_violating_nets_post_route=0
export IMPL_worstPathBufferInverterCount=2
export IMPL_detail_route_wirelength_met1_um=145
export IMPL_report_final_slew_viol_count=0
export IMPL_detailroute_wirelength_met2_um=115
export IMPL_gr_usage_all_layers_pct=1.41
export IMPL_gp_congestion=0.698
export IMPL_synthCells=12
export IMPL_peakVddDrop_uv=212
export IMPL_grt_setup_unrepaired="yes"
export IMPL_netSwitchingFraction_pct=20.0
export IMPL_timing_critical_path_cells="buf_6 -> nor3_2 -> buf_2"
export IMPL_post_place_cells=66
export IMPL_drive_above_1_share_pct=50.0
export IMPL_worstSetupStartpoint="state[3]"
export IMPL_finalWorstPathRequiredPeriod_ns=1.16
export IMPL_share_of_total_power_in_combinational_logic_pct=4.2
export IMPL_hold_class="in -> async"
export IMPL_worstSetupPathType="reg -> out"
export IMPL_worst_r2r_cell_count=3
export IMPL_area_growth_pct=116
export IMPL_comb_cell_area_um2=38.8
export IMPL_grt_pass1_vias=129
export IMPL_worst_slew_pin_transition_ns=0.146
export IMPL_ff_latch_area_um2=101
export IMPL_synth_cells_yosys=12
export IMPL_first_drt_pass_iteration_count=2
export IMPL_setup_worst_path_start_class="flip-flop"
export IMPL_largestRegisters="state x4"
export IMPL_clock_root_buffer="clkbuf_4"
export IMPL_cp_data_arrival_time_ns=0.94
export IMPL_maximum_number_of_pins_on_one_net_before_global_route_repair=5
export IMPL_finalHoldViolCount=0
export IMPL_drtIter0Drc=8
export IMPL_worst_endpoint_required_ns=0.88
export IMPL_setup_violations=1
export IMPL_post_drt_wl_per_cell_um=5.46
export IMPL_final_clock_period_utilization_by_the_worst_path_pct=106
export IMPL_post_synthesis_cell_area_um2=151
export IMPL_power_sequential_fraction_pct=40.2
export IMPL_finalWirelength_um=393
export IMPL_postSynthAreaPerCell_um2=12.6
export IMPL_met3_wirelength_um=131
export IMPL_whs_ns=0.155
export IMPL_fmax_ghz=0.861
export IMPL_antenna_violations_before_repair=0
export IMPL_yosysChipArea_um2=151
export IMPL_post_cts_hold_buffer_count=0
export IMPL_critPathMaxStageDelay_ns=0.39
export IMPL_ys_seq_share_pct=66.9
export IMPL_timing_critical_path_to_type="output pin"
export IMPL_core_area_mm2=0.00342
export IMPL_maximum_capacitance_violations=0
export IMPL_dieArea_mm2=0.00640
export IMPL_cts_tree="built"
export IMPL_cts_inserted_buffers=3
export IMPL_count_of_fill_cells_added_during_filler_insertion=401
export IMPL_grt_remaining_overflow=0
export IMPL_timing_critical_path_max_delay_family="flip-flops"
export IMPL_skew_ns=0.0106
export IMPL_cell_internal_pwr_uw=295
export IMPL_clock_sink_count=4
export IMPL_floorplan_die_height_um=80
export IMPL_log_warning_count=27
export IMPL_yosysWarningCount=1
export IMPL_clock_path_buffers=2
export IMPL_power_per_cell_area_mw_per_mm2=1130
export IMPL_core_util_at_fp_pct=4.43
export IMPL_detailroute_via_count=130
[per-layer routing]
metal	GRT usage, %	up-vias
met2	1.12	8
met4	0.176	0
met5	0	-
li1	-	64
met1	1.34	58
met3	2.95	0
[through the flow]
stage	util, %	setup WS [ns]	area [µm²]	setup TNS [ns]	power [mW]
3_5_place_dp	8.24	-0.111	282	-0.158	0.166
3_3_place_gp	8.24	-0.111	282	-0.141	0.165
4_1_cts	9.38	-0.0833	320	-0.0833	0.382
6_report	9.56	-0.0618	327	-0.0618	0.368
2_1_floorplan	-	0.330	151	0	0.154
5_1_grt	9.56	-0.116	327	-0.128	0.407
[final timing paths]
kind / end
hold / removal: state[3]
setup / recovery: conv0_start
min in group clk0: state[1]
hold reg to reg: state[1]
setup reg to reg: state[0]
max in group asynchronous: state[0]
[synth_stat cells]
| master | count | area share [%] |
|---|---|---|
| a21o_1 | 2 | 9.9 |
| and2_1 | 1 | 4.1 |
| and2_2 | 1 | 5.0 |
| dfrtp_1 | 3 | 50 |
| dfstp_2 | 1 | 17 |
| inv_1 | 3 | 7.4 |
| nor3_2 | 1 | 6.6 |
[repair_timing]
action                                  4_1_cts  5_1_grt
pin swaps                                     1        0
gates resized                                 8        1
endpoints found under the setup margin        2        2
buffers inserted                              2        0
[cells by family after synthesis]
kind of cell,Yosys count,share of synthesized area (%)
compound gates,2,9.91
buf+inv,3,7.44
flops,4,66.9
simple gates,3,15.7
[area by class of cell]
| cell class | count | share of cell area (%) |
|---|---|---|
| Sequential cell | 4 | 31.0 |
| Tap cell | 46 | 17.6 |
| Clock buffer | 4 | 8.05 |
| Timing Repair Buffer | 10 | 28.0 |
| Inverter | 3 | 3.45 |
| Multi-Input combinational cell | 5 | 11.9 |
[power groups by stage]
stage     Clock (mW)  Sequential [mW]  Combinational (mW)
5_1_grt        0.241            0.148              0.0178
6_report       0.205            0.148              0.0156
4_1_cts        0.218            0.148              0.0162
Power figures rest on the tool's default switching activity, not on a simulated workload.
