--- design/flow/run.sh ---
#!/bin/bash
# OpenROAD 26Q1-2900-gdf79404cd8, Yosys 0.63+post, stock flow scripts
make -C /OpenROAD-flow-scripts/flow DESIGN_CONFIG=/design/flow/config.mk WORK_HOME=/design/flow/orfs finish
--- design/flow/config.mk ---
export PLATFORM = sky130hd
export DESIGN_NAME = bias_scale_relu
export DESIGN_NICKNAME = bias_scale_relu
export VERILOG_FILES = /design/flow/design.v
export SDC_FILE = /design/flow/constraint.sdc
export NUM_CORES = 4
export LEC_CHECK = 1
export CORE_UTILIZATION = 40
--- design/flow/constraint.sdc ---
current_design bias_scale_relu

set clk_period 14.1
set clk_io_pct 0.2

create_clock -name clk0 -period $clk_period [get_ports {clk}]

set non_clock_inputs [all_inputs -no_clocks]
set_input_delay [expr $clk_period * $clk_io_pct] -clock clk0 $non_clock_inputs
set_output_delay [expr $clk_period * $clk_io_pct] -clock clk0 [all_outputs]
--- design/flow/design.v ---
module bias_scale_relu #(
    parameter DATA_WIDTH    = 32,
    parameter BIAS_WIDTH    = 32,
    parameter SCALE_WIDTH   = 16,
    parameter OUT_WIDTH     = 8
)(
    input  wire                             clk,
    input  wire                             rst,
    input  wire                             valid_in,
    output wire                             ready_out,
    output reg                              valid_out,
    input  wire                             ready_in,
    input  wire signed [DATA_WIDTH-1 :0]    data_in,
    input  wire signed [BIAS_WIDTH-1 :0]    bias,
    input  wire signed [SCALE_WIDTH-1:0]    scale_q8_8,
    output reg  signed [OUT_WIDTH-1  :0]    data_out
);
    reg has_data;
    reg signed [DATA_WIDTH-1 :0] data_buf;
    reg signed [BIAS_WIDTH-1 :0] bias_buf;
    reg signed [SCALE_WIDTH-1:0] scale_buf;
    assign ready_out = ~has_data;
    wire signed [DATA_WIDTH-1  :0] biased_sum   = data_buf + bias_buf;
    wire signed [DATA_WIDTH*2-1:0] scaled_full  = biased_sum * scale_buf;
    wire signed [SCALE_WIDTH-1 :0] scaled_q8_8  = scaled_full[DATA_WIDTH+7:8];  
    wire signed [OUT_WIDTH-1:0] relu_out =
        (scaled_q8_8 > 127) ? 8'sd127 :
        (scaled_q8_8 < 0)   ? 8'sd0   :
                              scaled_q8_8[7:0];
    always @(posedge clk or posedge rst) begin
        if (rst) begin
            has_data  <= 0;
            valid_out <= 0;
            data_out  <= 0;
        end else begin
            if (valid_in && ready_out) begin
                data_buf  <= data_in;
                bias_buf  <= bias;
                scale_buf <= scale_q8_8;
                has_data  <= 1;
            end
            if (has_data) begin
                valid_out <= 1;
                if (ready_in) begin
                    data_out  <= relu_out;
                    has_data  <= 0;
                end
            end else begin
                valid_out <= 0;
            end
        end
    end
endmodule
==> CHANGELOG.md <==
### Metrics

- CTS tree: yes
- Largest net degree at the start of global routing: ~51
- Slew Limit Fails: 0
- Fin. Hold Viols: 0
- Total tool warning count: 41
- Syn. warnings: 1
- Ys async rst share: 0.135
- R2r endpoint: data_out[5]
- Initial antenna violation count: 0
- Post_cts resized: 0
- Mapped Area: 11,300 um2
- Fin util: 0.463
- Total wire length: 23,400 um
- IO Count: 94
- Worst R2R Path Depth: 32
- Pre-Place Util: 0.407
- Post-synthesis area per instance: roughly 9.7 um2
- I/O Buffers: 77
- Vias per std cell: approximately 4.7
- Total CTS buffers: 9
- Wire per inst: 14.4 um
- Clock-pin slew on the worst setup and hold paths: around 70 ps
- P&R area growth vs syn: 13.9%
- Slowest CP cell: fa_1
- Filler instances: 2,581
- Crit path buffers/inverters: 6
- Hold Path Class: reg -> reg
- Layout Cells excl Fill: 1,625
- Final Critical Period: 8800 ps
- Flops after synth: 74
- F_max: ~110 MHz
- Share of cells above drive strength 1: 0.0385
- Die ar.: 29,000 um2
- First-pass GRT wire length: ~40,000 um
- Hold_sp: has_data
- RSZ-0062 raised after global routing: false
- CTS Buffer Depth: 2
- Die height: ~170 um
- CTS Sinks: 74
- N_diodes: 0
- Most frequent CP cell: fa_1
- Post-CTS Setup Bufs: 0
- Startpoint types: flip-flop
- Crit path max fanout: 8
- Yosys chip area: 11,300 um2
- Cell Type Count: between 40 and 50
- Drt drc: 0
- Arr. time, crit path: 9040 ps
- Synth Flop Type: edfxtp_1
- Gr usage total: 0.189
- Inst Count DP: 1,609
- Die X: 170 um
- Clock skew: 8.49 ps
- GP Congestion: roughly 0.90
- Latency at later pin: roughly 340 ps
- Syn Inst Count: ~1,200
- Hold Crit Depth: 0
- Global route overflow: 0
- Outcome: finished, final reports clean
- 1st-iter DRT viols: 232
- Setup violators final: 0
- # Max-Cap Violations: 0
- Yosys cell count: 1,167
- Hold buffer count at CTS: 0
- Vias in the first global route: 8,066
- Fin crit share: 0.624
- Slowest stage delay, CP: 550 ps
- Clk Tree Root Cell: clkbuf_16
- Crit path max-delay family: adder cells
- Synth Seq Share: 0.192
- Worst setup EP type: flip-flop
- Post-synth EDFFs: about 64
- Kind of critical path: reg -> reg
- Slew margin rel.: 0.516
- Post-route ant nets: 0
- Core area: 27,900 um2
- Initial DRT Pass Iterations: 4
- Post-route setup TNS: 0 ps
- Data required, critical path: 14,350 ps
- Start of the worst register-to-register path: data_buf[0]
- Worst Max-Slew Pin Slew: 727 ps
- Row cnt: between 60 and 70
- Worst hold endpoint: valid_out
- Hpwl dp: 18,700 um
- Via count: about 7,600
- Htree depth: 3
[area by class of cell]
type | count | area (um2) | area share
Sequential cell | 74 | 2170 | 0.168
Timing Repair Buffer | 100 | 943 | 0.0731
Clock buffer | 9 | 225 | 0.0174
Clock inverter | 7 | 60.1 | 0.00465
Tap cell | 378 | 473 | 0.0366
Inverter | 264 | 991 | 0.0768
Multi-Input combinational cell | 793 | 8040 | 0.623
[flip-flops by register name, indices dropped and copies added, names as in the netlist]
register	flops
bias_buf	24
data_buf	24
scale_buf	16
data_out	8
has_data	1
valid_out	1
[cells in the mapped netlist (18+ instances only)]
master,n,area (um2)
nor2_1,24,90.1
nand2_1,137,514
ha_1,96,1200
nand2b_1,18,113
a21oi_1,27,135
nor2b_1,19,119
fa_1,192,3840
edfxtp_1,64,1920
and2_1,128,801
inv_1,264,991
xnor2_1,44,385
clkbuf_1,35,131
[layout by cell type, fill, tap and decap left out, types with 10 or more instances in the layout]
cell             synthesis  final
a21oi_1                 27     27
xor2_1                  12     12
nor2_1                  24     23
clkdlybuf4s50_1          0     77
nand2b_1                18     18
ha_1                    96     96
buf_4                    0     23
edfxtp_1                64     64
inv_1                  264    264
fa_1                   192    192
dfrtp_1                 10     10
nor2b_1                 19     19
and2_1                 128    128
a21o_1                  14     14
xnor2_1                 44     44
o21ai_0                 13     13
nand2_1                137    137
[metal layers]
layer	GRT usage	up-vias	wire [um]
met4	0.0317	0	472
met5	0	-	0
met3	0.0483	25	1420
li1	-	3692	-
met1	0.283	3673	10600
met2	0.298	203	10900
[worst max path at each step]
stage	depth (start not counted)	to	start	slack, ps
finish	32	data_out[5]	data_buf[0]	5300
global route	32	data_out[5]	bias_buf[0]	4760
CTS	32	data_out[5]	data_buf[0]	5210
[per-stage QoR]
stage          cell area, um2  hold WS (ps)  setup WS [ps]
6_report                12900           404           5300
5_1_grt                 12900           432           4760
4_1_cts                 12900           406           5210
3_5_place_dp            12600           390           5270
3_3_place_gp            12600           395           5300
2_1_floorplan           11300           374           6320
[logic make-up after synthesis]
group	count (synthesis)	share of synthesized area
mux	2	0.00177
simple gates	350	0.157
xor+xnor	59	0.0493
fa+ha+maj	288	0.445
flops	74	0.192
buf+inv	300	0.0995
compound gates	94	0.0561
