==> /design/flow/design.v <==
module conv_dw_pw_ctrl #(
    parameter DW_IN_CH  = 16,
    parameter PW_OUT_CH = 32
) (
    input  wire clk,
    input  wire rst,
    input  wire start,
    input  wire sw_valid,
    input  wire conv_valid,
    input  wire relu_valid,
    output reg  sw_start,
    output reg  conv_start,
    output reg  relu_start,
    output reg  write_en,
    output reg  [$clog2(DW_IN_CH)-1:0]  input_ch_idx,
    output reg  [$clog2(PW_OUT_CH)-1:0] output_ch_idx,
    output reg  done
);
    typedef enum reg [3:0] {
        IDLE,
        LOAD_INPUT,
        WAIT_SW,
        WAIT_CONV,
        ACCUM,
        NEXT_INPUT,
        ACTIVATE,
        WRITE,
        NEXT_OUTPUT,
        FINISH
    } state_t;
    state_t state, next;
    reg [$clog2(DW_IN_CH)-1:0]  input_ch_cnt;
    reg [$clog2(PW_OUT_CH)-1:0] output_ch_cnt;
    always @(posedge clk or posedge rst) begin
        if (rst) state <= IDLE;
        else     state <= next;
    end
    always @(*) begin
        sw_start   = 0;
        conv_start = 0;
        relu_start = 0;
        write_en   = 0;
        done       = 0;
        next = state;
        case (state)
            IDLE:
                if (start) next = LOAD_INPUT;
            LOAD_INPUT: begin
                sw_start = 1;
                next = WAIT_SW;
            end
            WAIT_SW:
                if (sw_valid) next = WAIT_CONV;
            WAIT_CONV: begin
                conv_start = 1;
                if (conv_valid) next = ACCUM;
            end
            ACCUM:
                next = (input_ch_cnt == DW_IN_CH-1) ? ACTIVATE : NEXT_INPUT;
            NEXT_INPUT:
                next = LOAD_INPUT;
            ACTIVATE: begin
                relu_start = 1;
                if (relu_valid) next = WRITE;
            end
            WRITE: begin
                write_en = 1;
                next = (output_ch_cnt == PW_OUT_CH-1) ? FINISH : NEXT_OUTPUT;
            end
            NEXT_OUTPUT:
                next = LOAD_INPUT;
            FINISH: begin
                done = 1;
                next = IDLE;
            end
        endcase
    end
    always @(posedge clk or posedge rst) begin
        if (rst) begin
            input_ch_cnt  <= 0;
            output_ch_cnt <= 0;
        end else begin
            case (state)
                LOAD_INPUT:
                    input_ch_idx <= input_ch_cnt;
                ACCUM: begin
                    if (input_ch_cnt < DW_IN_CH-1)
                        input_ch_cnt <= input_ch_cnt + 1;
                    else
                        input_ch_cnt <= 0;
                end
                WRITE:
                    output_ch_cnt <= output_ch_cnt + 1;
            endcase
            output_ch_idx <= output_ch_cnt;
        end
    end
endmodule
==> /design/flow/run.sh <==
#!/bin/bash
# OpenROAD 26Q1-2900-gdf79404cd8, Yosys 0.63+post, stock flow scripts
make -C /OpenROAD-flow-scripts/flow DESIGN_CONFIG=/design/flow/config.mk WORK_HOME=/design/flow/orfs finish
==> /design/flow/config.mk <==
export PLATFORM = sky130hd
export DESIGN_NAME = conv_dw_pw_ctrl
export DESIGN_NICKNAME = conv_dw_pw_ctrl
export VERILOG_FILES = /design/flow/design.v
export SDC_FILE = /design/flow/constraint.sdc
export NUM_CORES = 4
export LEC_CHECK = 1
export CORE_AREA = 10 10 113 113
export DIE_AREA = 0 0 123 123
==> /design/flow/constraint.sdc <==
current_design conv_dw_pw_ctrl

set clk_period 1.3
set clk_io_pct 0.2

create_clock -name clk0 -period $clk_period [get_ports {clk}]

set non_clock_inputs [all_inputs -no_clocks]
set_input_delay [expr $clk_period * $clk_io_pct] -clock clk0 $non_clock_inputs
set_output_delay [expr $clk_period * $clk_io_pct] -clock clk0 [all_outputs]
==> flow_metrics.tcl <==
# collected from the flow reports
set metrics [dict create \
    cap_violations 0 \
    met3_usage_pct 1.48 \
    cts_root_buf "clkbuf_8" \
    placed_cells 231 \
    grt_pass1_wl_mm 3.35 \
    initCoreUtil_pct 10.1 \
    edf_count 9 \
    end_kind "flip-flop" \
    drt-wirelength-per-cell_um 9.00 \
    worstMarginPinSlew_ns 0.266 \
    slew_violations 0 \
    p_per_area_nw_per_um2 1230 \
    required_ns 1.46 \
    top_cells_by_count "dfrtp_1 (18), edfxtp_1 (9), inv_1 (6), nand2_1 (6)" \
    final_util_pct 14.7 \
    crit_type "reg -> reg" \
    cts_buffers 3 \
    cts_sinks 28 \
    antennaDiodeCount 0 \
    ant_nets 0 \
    log.warning_count 28 \
    finalHoldViolations 0 \
    cts_tree "yes" \
    rsz0062_at_grt "yes" \
    drive_gt1_share_pct 20.8 \
    period_used_pct 98.2 \
    vias 592 \
    yosysTopAreaCell "dfrtp_1" \
    ir_worst_vdd_uv 482 \
    dp_slack_ns -0.0226 \
    grt_overflow 0 \
    worst_slack_ns 0.0228 \
    insertion_delay_ns 0.26 \
    die_x_um 123 \
    synthFlopType "dfrtp_1" \
    grt_util_all_layers_pct 2.93 \
    netlist_area_um2 1050 \
    hp-class "reg -> reg" \
    max_freq_mhz 783 \
    grt_max_degree 17 \
    worstSetupStartpointType "flip-flop" \
    met1_usage_pct 3.50 \
    instances_no_fill 237 \
    core.rowCount 37 \
    drt_iter0_drc 44 \
    area_delta_synth_final_pct 45.1 \
    leakage_nw 0.686 \
    yosysWarnings 1 \
    yosys.area.top_type_share_pct 43.1 \
    yosysMostFrequentCell "dfrtp_1" \
    core_area_um2 10300 \
    dieArea_um2 15100 \
    drt_wl_total_mm 2.13 \
    fp.dieH_um 123 \
    crit_fanout 2 \
    power.total_w 0.00187 \
    viasPerCell 2.50 \
    place_hpwl_mm 1.65 \
    ys_cells 69 \
    slew_headroom_pct 82.2 \
    cts_buffer_depth 2 \
    cp_data_arrival_time_ns 1.44 \
    firstDrtPassIters 4 \
    drc 0 \
    finalSetupViolCount 0 \
    cts_max_level 1 \
    top_usage_layer "met2" \
    antenna_found_initial 0 \
    min_delay_path_depth 1 \
    gp_congestion 0.709 \
    numSynthFlops 28 \
    synthArstFlopShare_pct 67.9 \
    min_period_ns 1.28 \
    ys_seq_share_pct 71.4 \
    top_cells_by_area "dfrtp_1 (43%), edfxtp_1 (26%), ha_1 (3.6%)" \
    worst_r2r_path_depth 4 \
    pin_count 20 \
    synthCells 69 \
    fin_skew_ns 0.00202 \
    status "complete, no violations" \
    synth-area-yosys_um2 1050 \
    numPortBuffers 19 \
    yosysUniqueCellTypes 25 \
    clkTransAtPathRegs_ns 0.09 \
    grt_use_met2_pct 4.89 \
    grt_pass1_vias 611 \
    synth.avg_cell_area_um2 15.2 \
]
[power breakdown]
| part | total (W) | internal, W | switching, W |
|---|---|---|---|
| Combinational | 0.000260 | 0.000156 | 0.000105 |
| Clock | 0.000465 | 0.000219 | 0.000246 |
| Sequential | 0.00114 | 0.00104 | 0.000104 |
[placed cells by master, fill, tap and decap left out, types with 2 or more instances in the layout]
| master | instances |
|---|---|
| buf_4 | 10 |
| edfxtp_1 | 9 |
| a21o_1 | 2 |
| mux2_4 | 2 |
| inv_1 | 6 |
| nand2_1 | 6 |
| nor2b_1 | 2 |
| dfrtp_1 | 18 |
| xnor2_1 | 2 |
| dlygate4sd2_1 | 14 |
| clkbuf_8 | 3 |
| and2_1 | 3 |
| o21ai_1 | 2 |
| clkdlybuf4s50_1 | 5 |
[sequential cells by signal (all words and copies together), names as in the netlist]
| register | count |
|---|---|
| output_ch_idx | 5 |
| state | 10 |
| output_ch_cnt | 5 |
| input_ch_idx | 4 |
| input_ch_cnt | 4 |
[per-stage QoR]
step	hold WS [ns]	setup TNS [ns]	cell area (µm²)
after floorplan	0.270	-0.0369	1050
after global placement	0.427	-0.00972	1460
after detailed placement	0.425	-0.0226	1460
after CTS	0.456	-0.00992	1520
after global routing	0.487	-0.0188	1520
final	0.453	0	1520
[cell families (layout without fill, tap and decap cells)]
kind of cell             after synthesis  after routing  share of synthesized area [%]
AND-OR/OR-AND                          8              8                           4.78
AND/OR/NAND/NOR                       15             15                           8.01
flip-flops                            28             28                           71.4
XOR/XNOR                               4              4                           4.07
adder cells (fa/ha/maj)                3              3                           3.59
multiplexers                           4              4                           4.90
buffers and inverters                  7             39                           3.23
[per-layer routing]
metal / vias to the layer above / routed length [µm]
met5: - / 0
li1: 299 / -
met2: 11 / 1050
met1: 280 / 895
met4: 0 / 12
met3: 2 / 172
[repair_timing]
item	CTS	global route
buffers inserted	2	0
resized	16	0
hold endpoints to repair	0	0
hold buffers	0	0
setup endpoints to repair	15	1
pin swaps	2	2
[final timing paths]
check | start | slack, ns | endpoint
setup / recovery | output_ch_cnt[1] | 0.02 | output_ch_cnt[4]
hold / removal | state[1] | 0.45 | state[5]
setup reg to reg | output_ch_cnt[1] | 0.02 | output_ch_cnt[4]
hold reg to reg | state[1] | 0.45 | state[5]
max in group asynchronous | rst | 0.46 | state[0]
min in group asynchronous | rst | 0.52 | output_ch_cnt[0]
[critical path, cell delays in order, from the launching register on]
cell	delay [ns]
dfrtp_1	0.39
ha_2	0.18
and3_4	0.15
ha_4	0.20
mux2_4	0.25
[cell type report]
cell class | count | area, µm²
clock buffer | 4 | 45.0
fill | 1120 | 8810
timing repair buffer | 29 | 248
sequential | 28 | 747
multi-input combinational | 34 | 285
tap | 136 | 170
inverter | 6 | 22.5
